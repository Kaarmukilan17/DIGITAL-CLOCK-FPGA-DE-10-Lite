`design/flow/design.v`:
```
module digital_clock(
    input wire clk,
    input wire reset,
    input wire mode_switch,
    input wire button_hours,
    input wire button_minutes,
    input wire hour_mode_switch,
    input wire time_zone_switch,
    output reg [6:0] seg0,
    output reg [6:0] seg1,
    output reg [6:0] seg2,
    output reg [6:0] seg3,
    output reg [6:0] seg4,
    output reg [6:0] seg5
);
    parameter DIVISOR = 50000000;
    reg [25:0] clk_divider = 0;
    reg one_sec_pulse = 0;
    reg [5:0] seconds = 0;
    reg [5:0] minutes = 0;
    reg [4:0] hours = 0;
    always @(posedge clk or posedge reset) begin
        if (reset) begin
            clk_divider <= 0;
            one_sec_pulse <= 0;
        end else begin
            if (clk_divider == DIVISOR - 1) begin
                clk_divider <= 0;
                one_sec_pulse <= 1;
            end else begin
                clk_divider <= clk_divider + 1;
                one_sec_pulse <= 0;
            end
        end
    end
    always @(posedge clk or posedge reset) begin
        if (reset) begin
            hours <= 0;
            minutes <= 0;
            seconds <= 0;
        end else if (mode_switch) begin
            if (button_hours) begin
                if (hours == 23) 
                    hours <= 0;
                else
                    hours <= hours + 1;
            end
            if (button_minutes) begin
                if (minutes == 59)
                    minutes <= 0;
                else
                    minutes <= minutes + 1;
            end
        end
        else if (one_sec_pulse) begin
            if (seconds == 59) begin
                seconds <= 0;
                if (minutes == 59) begin
                    minutes <= 0;
                    if (hours == 23)
                        hours <= 0;
                    else
                        hours <= hours + 1;
                end else begin
                    minutes <= minutes + 1;
                end
            end else begin
                seconds <= seconds + 1;
            end
        end
    end
    wire [4:0] adjusted_hours;
    assign adjusted_hours = (time_zone_switch) ? ((hours + 2) % 24) : hours;
    wire [4:0] display_hours;
    assign display_hours = (hour_mode_switch && (adjusted_hours == 0)) ? 5'd12 :
                           (hour_mode_switch && (adjusted_hours > 12)) ? (adjusted_hours - 12) : 
                           (hour_mode_switch && (adjusted_hours == 12)) ? 5'd12 :
                           adjusted_hours;
    function [6:0] seven_segment_decoder;
        input [3:0] digit;
        case (digit)
            4'd0: seven_segment_decoder = 7'b1000000;
            4'd1: seven_segment_decoder = 7'b1111001;
            4'd2: seven_segment_decoder = 7'b0100100;
            4'd3: seven_segment_decoder = 7'b0110000;
            4'd4: seven_segment_decoder = 7'b0011001;
            4'd5: seven_segment_decoder = 7'b0010010;
            4'd6: seven_segment_decoder = 7'b0000010;
            4'd7: seven_segment_decoder = 7'b1111000;
            4'd8: seven_segment_decoder = 7'b0000000;
            4'd9: seven_segment_decoder = 7'b0010000;
            default: seven_segment_decoder = 7'b1111111;
        endcase
    endfunction
    always @(*) begin
        seg0 = seven_segment_decoder(seconds % 10);
        seg1 = seven_segment_decoder(seconds / 10);
        seg2 = seven_segment_decoder(minutes % 10);
        seg3 = seven_segment_decoder(minutes / 10);
        seg4 = seven_segment_decoder(display_hours % 10);
        seg5 = seven_segment_decoder(display_hours / 10);
    end
endmodule
```
`design/flow/run.sh`:
```
#!/bin/bash
# OpenROAD 26Q1-2900-gdf79404cd8, Yosys 0.63+post, stock flow scripts
make -C /OpenROAD-flow-scripts/flow DESIGN_CONFIG=/design/flow/config.mk WORK_HOME=/design/flow/orfs finish
```
`design/flow/config.mk`:
```
export PLATFORM = sky130hd
export DESIGN_NAME = digital_clock
export DESIGN_NICKNAME = digital_clock
export VERILOG_FILES = /design/flow/design.v
export SDC_FILE = /design/flow/constraint.sdc
export NUM_CORES = 4
export LEC_CHECK = 1
export CORE_UTILIZATION = 30
```
`design/flow/constraint.sdc`:
```
current_design digital_clock

set clk_period 5.1
set clk_io_pct 0.2

create_clock -name clk0 -period $clk_period [get_ports {clk}]

set non_clock_inputs [all_inputs -no_clocks]
set_input_delay [expr $clk_period * $clk_io_pct] -clock clk0 $non_clock_inputs
set_output_delay [expr $clk_period * $clk_io_pct] -clock clk0 [all_outputs]
```
==> results.txt <==
Item: results of the latest flow run.

- The run finished, with violations left.
- The checks that failed: negative setup slack.
- The area growth from synthesis to layout is 41.8%.
- The TritonCTS clock tree is built.
- The fraction of registers with async set/reset is 100%.
- The instance tally after logic synthesis is 544.
- The largest driver fanout on the critical path is 4.
- The core area is 14500 um2.
- The final layout reports a setup TNS of -7260 ps.
- The total power divided by cell area is 695 nW/um2.
- The post-synthesis cell type with the largest instance count is sky130_fd_sc_hd__nor2_1.
- Per the detail_route report, vias per standard cell equal 4.97.
- The highest supply drop recorded on VDD is 331 uV.
- Clock-pin slew was measured on the worst setup and hold paths at 60 ps.
- Among all flip-flop cells after synthesis, the most frequent one is sky130_fd_sc_hd__dfrtp_1.
- The number of warning messages in the logs is 59.
- Setup repair after global routing could not meet its margin everywhere.
- The tightest hold margin is 461 ps.
- The synthesized design spends more area on one cell type than any other, namely sky130_fd_sc_hd__dfrtp_1.
- Grouping stages by cell kind, the critical path spends the most delay in AND-OR/OR-AND gates.
- The main logic family after synthesis is AND-OR/OR-AND gates.
- The sum of net half-perimeters after detailed placement is 7520 um.
- The worst slack at placement is -1220 ps.
- The later pin in the worst-skew pair is clocked with a latency of 280 ps.
- Data on the critical path arrives at its endpoint at 4860 ps.
- The endpoint kind of the worst setup timing path is an output pin.
- For this run, the detailed router's first-pass iteration total came to 4.
- In the post-route report, total wirelength is listed as 10300 um.
- The leftover overflow at the end of global routing is 0.
- The number of placement rows is 44.
- The total clock buffers created by CTS is 5.
- The area share of fa/ha/maj cells after synthesis is 13.5%.
- The tally of unique sky130hd cells used after synthesis is 80.
- The number of clock sinks came to 44.
- The critical path data required time is 4080 ps.
- The complex-gate fraction of the synthesized area is 22.8%.
- The synthesis warning total is 1.
- Port buffering added 47 buffers.
- The detailed router finished its first iteration with 197 violations.
- The max-slew violation count is 0.
- The total number of vias is 4287.
- The cell sitting at the root of the clock tree is a sky130_fd_sc_hd__clkbuf_16.
- The fraction of final layout cells sized beyond drive strength 1 is 32.3%.
- The tool flagged a number of max-cap violations equal to 0.
- The share of the core area taken by cells at floorplan is 30.7%.
- The final weighted congestion recorded by global placement is 0.862.
- The average detailed-routed wire length per instance is 12.0 um.
- Summing all multi-input logic gate instances after layout gives 3430 um2.
- The final critical-path required period is 5880 ps.
- Of the total synthesized cell area, the portion taken by XOR and XNOR cells is 7.79%.
- Global routing used 13.7% of the available tracks.
- The buffer-and-inverter tally for the worst setup path is 6.
- The overall die height is 124 um.
- The boundary pin count is 49.
- The chip area is 15300 um2.
- The final hold violation count recorded for this run is 0.
- The multiplexer fraction of the synthesized cell area is 2.53%.
- The number of antenna violations at the first check in global routing came to 0.
- The average cell area after synthesis is 8.17 um2.
- Cells fill 43.5% of the core in the end.
- The horizontal die dimension reported for this design is 124 um.
- The wire length of the first global-routing pass is 17200 um.
- For this run, the script counts the antenna cells in the layout as 0.
- The worst pin sits at a relative slew slack of 56.1%.
- The area fraction in and, or, nand and nor cells after synthesis is 22.6%.
- The largest stage delay on the critical path is 410 ps.
- The type of the most critical hold path is flop to flop.
- The cell area after synthesis is 4450 um2.
- The via count of the first global-routing pass is 3796.
- Per Yosys stat, the portion of area used by sequential elements is 24.8%.
- Looking at the max-slew report, the worst-margin pin has a slew of 654 ps.
- Entering global routing, the biggest net connects 45 pins.
- The area taken by sequential standard cells is reported as 1110 um2.
- The buffer depth of the longest clock path is 2.
- For reference, the top cells by count after synthesis are 53 x sky130_fd_sc_hd__nor2_1, 48 x sky130_fd_sc_hd__nand2_1, 47 x sky130_fd_sc_hd__ha_1, 44 x sky130_fd_sc_hd__dfrtp_1, 34 x sky130_fd_sc_hd__inv_1.
- The leakage component of the power is 2.81 nW.
- The design draws 4.38 mW.
- In the final layout, the fill cell count is 1302.
- After detailed routing, the number of remaining DRC violations is 0.
- The critical path is of the flop to output pin type.
- The total setup violations reported at the end of the flow is 12.
- The number of enable flip-flop cells is 0.
- Static timing analysis puts the maximum clock frequency at 170 MHz.
- The level count of the clock H-tree is 2.
- Post-route period utilization is reported as 115%.
- The sort of element at the start of the critical path is a flop.
- The number of cells in the yosys synthesis report is 544.
- In the post-route analysis, the smallest setup slack over all paths is -785 ps.
- The main area contributors are sky130_fd_sc_hd__dfrtp_1 25%, sky130_fd_sc_hd__ha_1 13%, sky130_fd_sc_hd__nor2_1 4.5%.
- The portion of synthesized cell area occupied by the leading cell type is 24.8%.
- The maximum clock skew at final layout is 2.74 ps.
- In this run the remaining antenna-violating nets after routing total 0.
- Looking at the critical path, the single cell with the biggest stage delay is sky130_fd_sc_hd__dfrtp_2.
- The flip-flop and latch count after synthesis is 44.
- In the synthesis report, Yosys lists the chip area as 4450 um2.
==> placed cells by master (no fill, tap or decap), types with 4 or more instances in the layout <==
master                            netlist  final
sky130_fd_sc_hd__buf_4                  5     84
sky130_fd_sc_hd__nor2_1                53     51
sky130_fd_sc_hd__nand2_1               48     46
sky130_fd_sc_hd__ha_1                  47     38
sky130_fd_sc_hd__dfrtp_1               44     38
sky130_fd_sc_hd__clkdlybuf4s50_1        0     35
sky130_fd_sc_hd__inv_1                 34     29
sky130_fd_sc_hd__a21oi_1               30     28
sky130_fd_sc_hd__o21ai_0               28     24
sky130_fd_sc_hd__nand3_1               20     19
sky130_fd_sc_hd__xnor2_1               22     19
sky130_fd_sc_hd__buf_6                  2     15
sky130_fd_sc_hd__o21ai_1               11     12
sky130_fd_sc_hd__xor2_1                12     12
sky130_fd_sc_hd__nand4_1               10     10
sky130_fd_sc_hd__nor2b_1                9      9
sky130_fd_sc_hd__nor3_1                14      9
sky130_fd_sc_hd__ha_4                   0      9
sky130_fd_sc_hd__inv_2                  3      8
sky130_fd_sc_hd__a31oi_1                9      8
sky130_fd_sc_hd__o21a_1                 7      7
sky130_fd_sc_hd__and2_1                 8      7
sky130_fd_sc_hd__mux2_2                 7      7
sky130_fd_sc_hd__dfrtp_2                0      6
sky130_fd_sc_hd__buf_2                  7      6
sky130_fd_sc_hd__nand2_2                4      5
sky130_fd_sc_hd__and3_1                 7      5
sky130_fd_sc_hd__or2_2                  5      5
sky130_fd_sc_hd__clkbuf_16              0      5
sky130_fd_sc_hd__nand2b_1               4      4
sky130_fd_sc_hd__o21ai_2                1      4
sky130_fd_sc_hd__xnor2_2                2      4
sky130_fd_sc_hd__nor3_2                 2      4
sky130_fd_sc_hd__o211ai_1               4      4
sky130_fd_sc_hd__or3_1                  4      4
==> kinds of logic (layout without fill, tap and decap cells) <==
kind of cell / Yosys count / after routing
other: 1 / 1
AND/OR/NAND/NOR: 203 / 203
adder cells (fa/ha/maj): 48 / 48
AND-OR/OR-AND: 142 / 143
buffers and inverters: 59 / 192
flip-flops: 44 / 44
XOR/XNOR: 37 / 37
multiplexers: 10 / 10
==> path summary, 6_finish.rpt <==
check,from,endpoint,slack [ps],cells after the start
max reg2reg,clk_divider[3],clk_divider[25],2610,9
min in group asynchronous,reset,minutes[3],1190,3
max in group asynchronous,reset,seconds[4],3510,3
min,clk_divider[0],clk_divider[0],460,1
min reg2reg,clk_divider[0],clk_divider[0],460,1
max,hours[2],seg4[3],-780,28
==> routing by layer <==
| layer | global-route usage [%] | share of wire [%] | up-vias |
|---|---|---|---|
| met3 | 1.31 | 2.9 | 8 |
| li1 | - | - | 2191 |
| met1 | 20.6 | 51 | 2030 |
| met2 | 22.4 | 46 | 58 |
| met4 | 1.20 | 0.74 | 0 |
| met5 | 0 | 0 | - |
==> layout make-up <==
type | instances | area share (%)
multi-input cells | 442 | 54.5
repair buffers | 147 | 19.7
flip-flops and latches | 44 | 17.6
well taps | 184 | 3.65
clock buffers | 6 | 2.20
inverters | 37 | 2.20
clock inverters | 2 | 0.159
==> state kept, by name, indices dropped and copies added (netlist names) <==
| name | cells |
|---|---|
| minutes | 6 |
| clk_divider | 26 |
| hours | 5 |
| seconds | 6 |
| one_sec_pulse | 1 |
==> report_power, final <==
group	switching [mW]	internal [mW]	leakage [nW]
Sequential	0.0546	0.385	0.568
Clock	0.120	0.193	0.0766
Combinational	1.60	2.03	2.17
==> through the flow <==
step           instances  instance area, um2
6_report             862                6300
5_1_grt              862                6300
4_1_cts              852                6130
3_5_place_dp         825                5620
3_3_place_gp         825                5620
2_1_floorplan        544                4500
==> repair_timing <==
item / in CTS / in global routing
setup buffers: 19 / 11
gates cloned: 1 / 0
hold buffers: 0 / 0
endpoints found under the setup margin: 17 / 24
pin swaps: 35 / 29
resized: 69 / 35
Power is estimated from default activity; no workload was simulated.
